<file path="flow/config.mk">
export PLATFORM = sky130hd
export DESIGN_NAME = memory_module
export DESIGN_NICKNAME = memory_module
export VERILOG_FILES = /design/flow/design.v
export SDC_FILE = /design/flow/constraint.sdc
export NUM_CORES = 4
export LEC_CHECK = 1
export CORE_UTILIZATION = 40
</file>
<file path="flow/constraint.sdc">
current_design memory_module

set clk_period 2.2
set clk_io_pct 0.2

create_clock -name clk0 -period $clk_period [get_ports {clk}]

set non_clock_inputs [all_inputs -no_clocks]
set_input_delay [expr $clk_period * $clk_io_pct] -clock clk0 $non_clock_inputs
set_output_delay [expr $clk_period * $clk_io_pct] -clock clk0 [all_outputs]
</file>
<file path="flow/run.sh">
#!/bin/bash
# OpenROAD 26Q1-2900-gdf79404cd8, Yosys 0.63+post, stock flow scripts
make -C /OpenROAD-flow-scripts/flow DESIGN_CONFIG=/design/flow/config.mk WORK_HOME=/design/flow/orfs finish
</file>
<file path="flow/design.v">
`timescale 1ns / 1ps
module memory_module(input logic clk,writeEnable,input logic [7:0] writeData,input logic [3:0] writeAdress, input logic [3:0] readAdress1, input logic [3:0] readAdress2,  output logic [7:0] readData1, output logic [7:0] readData2);
    logic [7:0] RAM[15:0];  
    always_ff @(posedge clk)
    begin
        if ( writeEnable)
            RAM[writeAdress] <= writeData;
    end  
    assign readData1 = RAM[readAdress1];  
    assign readData2 = RAM[readAdress2];
endmodule
</file>
==> reports/qor.yml <==
run_status:
  run_status: "complete, but fails checks"
  violations: "setup timing"
worst_setup_path:
  cp_max_fo: 2
  cp_slowest_cell: "mux4_4"
  critPathKind: "flop to output port"
  worstPathArrival_ns: 1.83
  start_kind: "flop"
  crit_chain: "mux4_4 > a22oi_2 > nand2_1 > buf_2"
  path_depth: 4
  cp_data_required_time_ns: 1.76
  cp_top_family: "multiplexers"
  endpoint_kind: "output port"
  critPathMaxStageDelay_ns: 0.62
  startpoint: "RAM[0][0]"
  critPathBufInv: 1
power_and_ir_drop:
  ir_worst_vdd_uv: 355
  p_leak_nw: 2.72
  report.power.total_mw: 6.23
  powerDensity_mw_per_mm2: 790
sta:
  setup_ws_ns: -0.0722
  rsz0062_at_grt: "yes"
  finalMaxSlewViolations: 0
  relSlewSlack_pct: 61.5
  whs_ns: 0.985
  setup-violations-final: 1
  period_minus_slack_ns: 2.27
  final-hold-violation-count: 0
  fmax_ghz: 0.440
  tns_ns: -0.0722
  fin_crit_sh_pct: 103
  tightestPinTransition_ns: 0.575
yosys:
  netlist.area_leader.share_pct: 63.8
  synth_seq_share_pct: 63.8
  ys_cells: 291
  ys_sh_xor_pct: 0
  yosys.area_share.simple_pct: 3.61
  topCellsByArea: "edfxtp_1, mux4_2, mux4_1"
  synth_flops: 128
  syn_avg_cell_area_um2: 20.7
  ys_sh_mux_pct: 25.7
  ys_chip_area_mm2: 0.00603
  ys_types: 19
  netlist_area_mm2: 0.00603
  fa_ha_area_share_pct: 0
  yosysTopAreaCell: "edfxtp_1"
  synthAoiAreaFrac_pct: 3.99
  ys_top_logic_family: "multiplexers"
  yosys_warnings: 1
  synthCells: 291
floorplanning:
  rows: 44
  die_x_um: 125
  die_y_um: 125
  dieArea_mm2: 0.0156
  ios: 38
  fp-utilization_pct: 41.3
  core-area_mm2: 0.0146
cells_and_area:
  fill_cells: 1086
  top_regs: "RAM x128"
  fin_util_pct: 54.1
  drive_gt1_share_pct: 51.0
  comb_area_mm2: 0.00206
  largest_reg_flops: 128
  regArea_mm2: 0.00384
  area_growth_pct: 31.0
  stdcell_count: 599
  largest-register: "RAM"
drt:
  vias: 3439
  ant_nets: 0
  drt_wl_total_um: 15000
  route.detailed.drc: 0
  dr.pass1.iters: 4
  wl_per_cell_um: 25.1
  drtIter0Drc: 207
  via_per_inst: 5.74
min_path:
  holdCritStartpoint: "writeData[5]"
  hold_path.class: "input pin to flop"
  hold_depth: 1
grt:
  use_met3_pct: 17.0
  grt_pass1_wl_um: 22800
  grt_remaining_overflow: 0
  grtUsageTotal_pct: 22.5
  met1_usage_pct: 27.9
  antenna_found_initial: 1
  grt.busiest_layer: "met2"
  grt_max_degree: 17
  met2_usage_pct: 32.9
  grt_pass1_vias: 3991
clock_tree:
  cts_hold_buf: 0
  cts_tree: "built"
  cts_sinks: 128
  cts_buffers: 17
  path_clk_slew_ns: 0.05
  cts-htree-levels: 4
  root_buffer: "clkbuf_16"
  cts.path.max_buffers: 2
placed_design:
  place_inst: 550
  port_buffers: 37
  hpwl_um: 9600
  gp_congestion: 0.894
job:
  maxCapViolCount: 0
  tool_warnings: 27
==> power by group <==
| group | internal [mW] | total [mW] | leakage, nW | switching, mW |
|---|---|---|---|---|
| Clock | 1.87 | 2.83 | 0.288 | 0.959 |
| Combinational | 0.356 | 0.640 | 1.28 | 0.284 |
| Sequential | 2.74 | 2.76 | 1.16 | 0.0196 |
| Total | 4.97 | 6.23 | 2.72 | 1.26 |
==> timing repair <==
| item | in CTS | in global routing |
|---|---|---|
| buffers inserted | 14 | 0 |
| cloned | 5 | 0 |
| pin swaps | 33 | 18 |
| gates resized | 117 | 14 |
| endpoints found under the setup margin | 16 | 16 |
==> final timing paths <==
| check | endpoint | slack [ns] |
|---|---|---|
| max | readData1[0] | -0.07 |
| min | RAM[0][5] | 0.98 |
==> logic make-up after synthesis <==
kind of cell / Yosys count
flops: 128
mux: 64
simple gates: 47
compound gates: 32
buf+inv: 20
==> area by class of cell <==
type	instances	area share, %
flip-flops and latches	128	48.7
clock buffers	19	5.49
diodes	1	0.0317
repair buffers	112	14.7
multi-input cells	143	26.0
well taps	184	2.92
clock inverters	12	2.12
==> metal layers <==
| metal | vias to the layer above | part of all wire (%) |
|---|---|---|
| met4 | 0 | 2.0 |
| met2 | 246 | 48 |
| met1 | 1670 | 34 |
| li1 | 1496 | - |
| met3 | 27 | 17 |
| met5 | - | 0 |
==> stage by stage <==
| stage | cell area (µm²) | worst slack [ns] |
|---|---|---|
| 3_3_place_gp | 7020 | -0.627 |
| 2_1_floorplan | 6030 | 0.267 |
| 5_1_grt | 7890 | -0.124 |
| 3_5_place_dp | 7020 | -0.613 |
| 6_report | 7890 | -0.0722 |
| 4_1_cts | 7920 | -0.0843 |
==> layout by cell type, fill, tap and decap left out <==
| cell type | count |
|---|---|
| a22oi_1 | 6 |
| a22oi_2 | 26 |
| and2_1 | 2 |
| and2b_1 | 2 |
| buf_12 | 17 |
| buf_16 | 3 |
| buf_2 | 12 |
| buf_4 | 49 |
| buf_6 | 7 |
| bufbuf_16 | 1 |
| bufinv_16 | 4 |
| clkbuf_1 | 2 |
| clkbuf_16 | 17 |
| clkbuf_2 | 6 |
| clkdlybuf4s50_1 | 15 |
| clkinv_2 | 5 |
| clkinvlp_4 | 3 |
| diode_2 | 1 |
| dlygate4sd2_1 | 2 |
| edfxtp_1 | 128 |
| mux4_1 | 5 |
| mux4_2 | 57 |
| mux4_4 | 2 |
| nand2_1 | 16 |
| nand2_2 | 1 |
| nand2b_1 | 2 |
| nand3_1 | 1 |
| nand3b_1 | 2 |
| nor2_1 | 14 |
| nor2b_1 | 2 |
| nor3_1 | 4 |
| or3b_2 | 1 |
==> synthesized netlist by cell type <==
cell / n
nand2_1: 17
buf_4: 2
nand2b_1: 2
buf_6: 6
nor3_1: 4
a22oi_1: 32
nand3b_1: 2
nand3_1: 1
nor2_1: 14
buf_2: 6
and2b_1: 2
mux4_4: 2
mux4_1: 28
or3b_2: 1
edfxtp_1: 128
nor2b_1: 2
mux4_2: 34
clkdlybuf4s25_2: 6
and2_1: 2
Power figures rest on the tool's default switching activity, not on a simulated workload.
