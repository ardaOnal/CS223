==> flow/design.v <==
`timescale 1ns / 1ps
module ReduceSum_module(input logic clock, enable, input logic [7:0] value, output logic [11:0] outputSum, output logic [3:0] address );
        logic [4:0] counter = 5'b00000;  
        logic [11:0] Sum = 12'b0;  
        typedef enum logic [1:0] {S0, S1, S2, S3} statetype;         
        statetype [1:0] state, nextState;
        always_ff @(posedge clock)
        begin 
             state <= nextState; 
        end 
        always_ff @ (posedge clock)
        case(state) 
            S0:  
            begin 
                if (enable)
                    nextState <= S1;
                else
                    nextState <= S0; 
            end 
            S1:  
            begin 
                counter <=  5'b0;
                Sum <= 12'b0;
                nextState <= S2;
            end 
            S2:  
            begin
                counter = counter + 1;
                Sum = Sum + value;
                if (counter != 5'b01111) 
                    nextState <= S2;
                else 
                    nextState <= S3;  
            end 
            S3: 
            begin 
                Sum = Sum + value;  
                outputSum = Sum;  
                nextState <= S0;  
            end 
            default:
                nextState<= S0;
         endcase
         assign address = counter;  
endmodule
==> flow/run.sh <==
#!/bin/bash
# OpenROAD 26Q1-2900-gdf79404cd8, Yosys 0.63+post, stock flow scripts
make -C /OpenROAD-flow-scripts/flow DESIGN_CONFIG=/design/flow/config.mk WORK_HOME=/design/flow/orfs finish
==> flow/config.mk <==
export PLATFORM = sky130hd
export DESIGN_NAME = ReduceSum_module
export DESIGN_NICKNAME = ReduceSum_module
export VERILOG_FILES = /design/flow/design.v
export SDC_FILE = /design/flow/constraint.sdc
export NUM_CORES = 4
export LEC_CHECK = 1
export CORE_AREA = 10 10 103 103
export DIE_AREA = 0 0 113 113
==> flow/constraint.sdc <==
current_design ReduceSum_module

set clk_period 5.9
set clk_io_pct 0.2

create_clock -name clk0 -period $clk_period [get_ports {clock}]

set non_clock_inputs [all_inputs -no_clocks]
set_input_delay [expr $clk_period * $clk_io_pct] -clock clk0 $non_clock_inputs
set_output_delay [expr $clk_period * $clk_io_pct] -clock clk0 [all_outputs]
==> impl_metrics.tcl <==
# collected from the flow reports
set metrics [dict create \
    slew_headroom_pct 58.02 \
    place.gp.congestion 0.7636 \
    ctsResizeCount 0 \
    r2r_slack_ps 3840 \
    timing.critical_path.from "value[0]" \
    maxCapViolations 0 \
    clk_pin_slew_worst_paths_ps 70 \
    grt_pass1_vias 1055 \
    crit_buf_inv 1 \
    vias 1045 \
    pwr-share-clk_pct 18.3 \
    fin_total_pwr_uw 1207 \
    rr_worst_depth 6 \
    firstDrtPassIters 4 \
    n_fill_cell 867 \
    grt_max_degree 19 \
    syn_to_final_growth_pct 26.90 \
    chipArea_um2 12770 \
    max_stage_delay_ps 430 \
    p_int_uw 809.7 \
    cts_root_buffer "clkbuf_8" \
    ant_nets 0 \
    cts_buffers 5 \
    hp-class "reg -> reg" \
    drt-initial-drc-count 68 \
    crit_required_ps 5930 \
    setup_tns_ps 0 \
    tritoncts "built" \
    clock_sinks 33 \
    grt-ovfl-total 0 \
    yosys_area_um2 1725 \
    p_sw_share_pct 32.91 \
    hold_violations 0 \
    ys_cells 135 \
    rsz0062_at_grt "no" \
    clk_path_buf_depth 2 \
    port_buffers 25 \
    slew_viol_final 0 \
    antenna_found_initial 0 \
    ys_sh_aoi_pct 8.920 \
    postSynthCellCount 135 \
    cts_hold_buf 0 \
    skew_ps 4.565 \
    core_um2 8299 \
    crit_type "in -> reg" \
    yosysWarnings 1 \
    crit_chain "clkdlybuf4s50_1 -> ha_1 -> fa_1 -> a211oi_1 -> o21ai_0 -> a21oi_1 -> mux2i_1" \
    mux_share_pct 3.481 \
    fa_ha_area_share_pct 11.31 \
    end_kind "flip-flop" \
    fmax_ghz 0.3304 \
    warnings 29 \
    leakage_uw 0.0008444 \
    cpMaxStageDelayCell "fa_1" \
    drt_wl_total_mm 3.247 \
    die.size.y_um 113 \
    post_drt_wl_per_cell_um 12.16 \
    worstReg2RegStart "Sum[0]" \
    diodes 0 \
    boundaryPins 26 \
    crit_arrival_ps 3060 \
    start_kind "primary input" \
    dp_hpwl_mm 2.388 \
    power.net_switching_uw 397.3 \
    clk_latency_ps 280 \
    fin_crit_sh_pct 51.30 \
    postCtsSetupBuffers 0 \
    grt.total_usage_pct 5.130 \
    post-route-min-period_ps 3027 \
    ys_sh_simple_pct 11.31 \
    rows 33 \
    outcome "complete, no violations" \
    viasPerCell 3.914 \
    grt_pass1_wl_mm 5.333 \
    crit_fanout 3 \
    logic_family "adder cells" \
    critical_path.top_delay_family "adder cells" \
    p_comb_share_pct 42.0 \
    synth.distinct_cells 31 \
    register_area_um2 950.9 \
    xor_area_share_pct 6.599 \
    avgSynthCellArea_um2 12.78 \
    power_frac_seq_pct 39.8 \
    synth-seq-cells 33 \
    syn_area_um2 1725 \
    ir_worst_vdd_v 0.0001265 \
    htreeDepth 2 \
    setup_viol 0 \
    die_w_um 113 \
    drc_errors 0 \
    r2r_end "Sum[6]" \
    drive_gt1_share_pct 7.407 \
    worst_pin_slew_ps 629.7 \
    yosys.stat.seqShare_pct 55.11 \
    combGateArea_um2 718.2 \
    p_per_area_nw_per_um2 551.2 \
    path_depth 7 \
    crit_end "Sum[6]" \
    fp_util_pct 20.79 \
]
## power by group through the flow
stage	Sequential, µW	Clock [µW]	Combinational, µW
finish	480	220	507
global route	493	239	576
CTS	481	227	518
## worst min path at each step
stage | start | endpoint | slack [ps] | cells after the start
5_1_grt | nextState[1] | state[1] | 340 | 0
6_report | nextState[1] | state[1] | 330 | 0
4_1_cts | nextState[0] | state[0] | 330 | 0
## flip-flops by register name (all words and copies together), names as in the netlist
register,cells
nextState,2
counter,5
Sum,12
state,2
outputSum,12
## cell type report
type                       count  area share [%]
clock buffer                   6           3.771
multi-input combinational     91           32.80
timing repair buffer          25           11.43
clock inverter                 2           1.714
inverter                       5          0.8571
tap                          105           6.000
sequential                    33           43.43
## per-layer routing
metal | global-route usage, % | vias to the layer above | wire [µm]
met3 | 1.709 | 2 | 179
met2 | 8.065 | 22 | 1533
met1 | 6.923 | 487 | 1500
li1 | - | 534 | -
met5 | 0 | - | 0
met4 | 0.7614 | 0 | 32
## cells in the final DEF, fill, tap and decap left out
cell	instances
and2_1	8
o211ai_1	2
xor2_1	6
ha_1	14
a21o_1	4
nor2b_1	3
a31oi_1	1
a221oi_1	1
nand3_1	3
nand4_1	1
a211oi_1	3
edfxtp_1	29
and3_1	2
nand2b_1	6
a32oi_1	1
xnor2_1	7
a21oi_1	4
a21boi_2	1
or2_2	1
inv_1	5
clkinvlp_4	1
dfxtp_1	4
clkbuf_8	6
or3b_4	1
nand2_1	7
clkdlybuf4s50_1	25
nor2_1	3
fa_1	1
o21ai_0	3
bufinv_16	1
mux2i_1	6
o21bai_1	1
a21oi_2	1
## Yosys cell counts
master,number,area share [%]
edfxtp_1,29,50
ha_1,14,10
and2_1,8,2.9
nand2_1,7,1.5
xnor2_1,7,3.6
mux2i_1,6,3.5
nand2b_1,6,2.2
xor2_1,6,3.0
inv_1,5,1.1
a21o_1,4,1.7
a21oi_1,4,1.2
buf_4,4,1.7
dfxtp_1,4,4.6
a211oi_1,3,1.3
nand3_1,3,0.87
nor2_1,3,0.65
nor2b_1,3,1.1
o21ai_0,3,0.87
and3_1,2,0.73
clkbuf_1,2,0.44
o211ai_1,2,0.87
a21boi_2,1,0.65
a21oi_2,1,0.51
a221oi_1,1,0.51
a31oi_1,1,0.36
a32oi_1,1,0.51
fa_1,1,1.2
nand4_1,1,0.36
o21bai_1,1,0.44
or2_2,1,0.36
or3b_4,1,0.65
## metrics by stage
stage / setup slack, ps / area [µm²] / hold WS (ps) / cells / util, %
3_5_place_dp: 2554 / 2069 / 312.1 / 259 / 24.94
3_3_place_gp: 2565 / 2069 / 311.8 / 259 / 24.94
4_1_cts: 2853 / 2190 / 329.1 / 267 / 26.38
5_1_grt: 2718 / 2190 / 342.1 / 267 / 26.38
6_report: 2873 / 2190 / 327.8 / 267 / 26.38
2_1_floorplan: 3133 / 1725 / 309.6 / 135 / -
## worst reg2reg max path: cells and delay by family (launching register included)
kind	cells	cell delay, ps
adder cells (fa/ha/maj)	2	660
AND-OR/OR-AND	3	670
flip-flops	1	370
multiplexers	1	110
## cell families (layout without fill, tap and decap cells)
| group | count (synthesis) | in the layout |
|---|---|---|
| AND/OR/NAND/NOR | 35 | 35 |
| flip-flops | 33 | 33 |
| AND-OR/OR-AND | 22 | 22 |
| adder cells (fa/ha/maj) | 15 | 15 |
| XOR/XNOR | 13 | 13 |
| buffers and inverters | 11 | 38 |
| multiplexers | 6 | 6 |
No activity file was given, so power comes from the tool's default toggle rates.
