==> design.v <==
`timescale 1ns / 1ps
module dataMemory(input logic clk, reset, writeEnable, input logic [3:0] readAddress1, readAddress2, 
input logic [7:0] writeData,output logic [7:0] readData1, readData2);
    logic [7:0] memory [15:0];  
    initial begin
        memory[0] = 8'b0;
        memory[1] = 8'b0;
        memory[2] = 8'b0;
        memory[3] = 8'b0;
        memory[4] = 8'b0;
        memory[5] = 8'b0;
        memory[6] = 8'b0;
        memory[7] = 8'b0;
        memory[8] = 8'b0;
        memory[9] = 8'b0;
        memory[10] = 8'b0;
        memory[11] = 8'b0;
        memory[12] = 8'b0;
        memory[13] = 8'b0;
        memory[14] = 8'b0;
        memory[15] = 8'b0;
    end
    always_ff @( posedge clk, posedge reset)
        if ( reset) begin
            for ( int i = 0; i < 16; i++) begin
                memory[i] = 8'b0;
            end
        end
        else if ( writeEnable)
            memory[readAddress1] <= writeData;
    assign readData1 = memory[readAddress1];
    assign readData2 = memory[readAddress2];
endmodule
==> run.sh <==
#!/bin/bash
# OpenROAD 26Q1-2900-gdf79404cd8, Yosys 0.63+post, stock flow scripts
make -C /OpenROAD-flow-scripts/flow DESIGN_CONFIG=/design/flow/config.mk WORK_HOME=/design/flow/orfs finish
==> config.mk <==
export PLATFORM = sky130hd
export DESIGN_NAME = dataMemory
export DESIGN_NICKNAME = dataMemory
export VERILOG_FILES = /design/flow/design.v
export SDC_FILE = /design/flow/constraint.sdc
export NUM_CORES = 4
export LEC_CHECK = 1
export CORE_UTILIZATION = 30
==> constraint.sdc <==
current_design dataMemory

set clk_period 4.5
set clk_io_pct 0.2

create_clock -name clk0 -period $clk_period [get_ports {clk}]

set non_clock_inputs [all_inputs -no_clocks]
set_input_delay [expr $clk_period * $clk_io_pct] -clock clk0 $non_clock_inputs
set_output_delay [expr $clk_period * $clk_io_pct] -clock clk0 [all_outputs]
==> results.toml <==
# implementation run metrics
[status]
status = "finished clean"

[yosys]
yosysUniqueCellTypes = 55
numSynthFlops = 128
ys_cells = 622
ys_seq_frac = 0.4450
ys_chip_area_mm2 = 0.007198
yosysWarnings = 2
synthArstFlopShare = 1.000
synthCells = 622
avgSynthCellArea_um2 = 11.57
ys.flop_type = "dfrtp_1"
edf_count = 0
synth_area_mm2 = 0.007198

[worst_setup_path]
crit_type = "input port to output port"
cp_max_fo = 8
crit_path_end_kind = "output port"
slowest_stage = "nor2b_1"
critPathLaunchType = "input port"
cp.required_ps = 3600
arrival_ps = 3540
cp_cell_sequence = "clkdlybuf4s50_1 > nor2b_1 > a22oi_1 > o22a_1 > a31oi_1 > clkdlybuf4s50_1"
cpMostUsedCell = "clkdlybuf4s50_1"
slowest_delay_ps = 830

[routing]
viasPerCell = 5.724
vias = 5724
drt_iter0_markers = 562
post-route-drc-count = 0
ant_nets = 0
wl_mm = 24.09
num_antenna_cells = 0
firstDrtPassIters = 5
wl_per_cell_um = 24.09

[sta]
finalHoldViolations = 0
setup_viol = 0
hold_slack_ps = 530.4
drv_slew = 0
finalClockSkew_ps = 0
finalCritPeriodShare = 0.9873
rsz0062_at_grt = "false"
timing.slew.headroom = 0.3331
max_freq_mhz = 225.1
setup_ws_ps = 57.07
period_needed_ps = 4443
worst_slew_pin_slew_ps = 998.4
fin_setup_tns_ps = 0

[clock_tree]
cts.reportedPaths.clkPinSlew_ps = 60
cts_buffer_depth = 2
clock_sinks = 128
numCtsBuffers = 17
htree_levels = 4
clock_latency_ps = 410
postCtsSetupBuffers = 0
cts-root-buf = "clkbuf_16"
cts_resized = 0
cts_tree = "done"
cts_hold_buf = 0

[global_routing]
track_usage = 0.2076
grt_pass1_vias = 5821
grt_max_degree = 52
grt_pass1_wl_mm = 36.27
antenna_found_initial = 0
grt_remaining_overflow = 0

[power_and_ir_drop]
powerDensity_mw_per_mm2 = 442.4
leakage_uw = 0.003501
ir_drop_v = 0.0002196

[die]
ios = 35
die-width_um = 156.9
initCoreUtil = 0.3067
die_h_um = 156.9
core_area_mm2 = 0.02347
row_count = 56
dieArea_mm2 = 0.02462

[layout]
largest_reg_flops = 128
lay_top_count = "mux2_2"
lay_top_cells = "mux2_2 (143), dfrtp_1 (128), a22oi_1 (38), buf_4 (34), clkdlybuf4s50_1 (33)"
area_growth_pct = 19.99
fillers = 2276
drive_gt1_frac = 0.3451
largest_register = "memory"
top_regs = "memory (128)"
fin_util = 0.3680

[place]
place_ws_ps = 191.4
gp_congestion = 0.9804
dpl.hpwl_mm = 16.49
io_buffers = 34

[run]
cap_violations = 0
warnings = 25

[hold_path]
hp-class = "flop to flop"
through the flow:
| step | total power [uW] | instances | cell area (um2) |
|---|---|---|---|
| 2_1_floorplan | 2143 | 622 | 7198 |
| 3_3_place_gp | 2479 | 968 | 8061 |
| 3_5_place_dp | 2484 | 968 | 8061 |
| 4_1_cts | 3829 | 1000 | 8637 |
| 5_1_grt | 3983 | 1000 | 8637 |
| 6_report | 3821 | 1000 | 8637 |
critical path: cells and delay by family:
kind,cells,cell delay (ps)
buffers and inverters,2,1080
and+or+nand+nor,1,830
AOI/OAI and AO/OA,3,720
cell families (layout without fill, tap and decap cells):
logic type	Yosys count	in the layout	share of synthesized area
AND-OR/OR-AND	146	146	0.1537
AND/OR/NAND/NOR	123	123	0.1006
multiplexers	166	166	0.2644
flip-flops	128	128	0.4450
buffers and inverters	59	118	0.03633
layer usage:
metal / vias up / global-route usage / wire length [um]
li1: 2496 / - / -
met1: 2830 / 0.3071 / 10630
met2: 337 / 0.2830 / 9710
met3: 61 / 0.08018 / 2787
met4: 0 / 0.06629 / 968
met5: - / 0 / 0
power breakdown:
| part | total, uW | internal (uW) | leakage, uW | switching [uW] |
|---|---|---|---|---|
| Sequential | 1670 | 1420 | 0.00157 | 249 |
| Clock | 1340 | 804 | 0.000271 | 534 |
| Combinational | 812 | 474 | 0.00166 | 339 |
| Total | 3820 | 2700 | 0.00350 | 1120 |
layout make-up:
cell class | count | area [um2] | area share
multi-input combinational | 435 | 3734 | 0.4323
sequential | 128 | 3203 | 0.3709
timing repair buffer | 72 | 670.6 | 0.07765
clock buffer | 20 | 466.7 | 0.05403
tap | 319 | 399.1 | 0.04621
clock inverter | 12 | 108.9 | 0.01260
inverter | 14 | 55.05 | 0.006374
cell usage after synthesis (11+ instances only):
cell      count  area (um2)
inv_1        14       52.55
nor2b_1      18       112.6
nand2b_1     13       81.33
buf_2        20       100.1
clkbuf_1     20       75.07
dfrtp_1     128        3203
o32a_1       11       110.1
nor2_1       15       56.30
mux2_2      143        1610
a22o_1       17       148.9
mux2i_1      18       180.2
nand3_1      15       75.07
o22ai_1      14       87.58
a21oi_1      14       70.07
a22oi_1      38       285.3
nand2_1      15       56.30
path summary, 6_finish.rpt:
path	start	end	slack, ps	cells after the start
hold reg to reg	memory[4][1]$_DFFE_PP0P_	memory[4][1]$_DFFE_PP0P_	530	1
min in group asynchronous	reset	memory[7][6]$_DFFE_PP0P_	930	2
setup / recovery	readAddress2[2]	readData2[4]	60	6
max in group asynchronous	reset	memory[0][5]$_DFFE_PP0P_	2600	3
hold / removal	memory[4][1]$_DFFE_PP0P_	memory[4][1]$_DFFE_PP0P_	530	1
setup reg to reg	memory[5][4]$_DFFE_PP0P_	memory[5][4]$_DFFE_PP0P_	3660	1
Power and IR drop assume default switching activity.
